===== design/flow/run.sh =====
#!/bin/bash
# OpenROAD 26Q1-2900-gdf79404cd8, Yosys 0.63+post, stock flow scripts
make -C /OpenROAD-flow-scripts/flow DESIGN_CONFIG=/design/flow/config.mk WORK_HOME=/design/flow/orfs finish

===== design/flow/design.v =====
`timescale 1ns/1ps
module token_ram
        #(parameter word_size = 16, buffer_size = 1024)(  
        input [word_size - 1 : 0] 	  data,
        input [log2(buffer_size) - 1 : 0] wr_addr,
        input [log2(buffer_size) - 1 : 0] rd_addr,
        input 				  wr_en, re_en, clk,
        output reg [word_size - 1 : 0] 	  q,
	output reg			  wr_suc,
	output reg			  q_en);  
    reg [word_size - 1 : 0] ram[buffer_size - 1 : 0];
    reg [log2(buffer_size) - 1 : 0] addr_reg;
    always @ (posedge clk)
    begin
        if (wr_en) begin
           ram[wr_addr] <= data;
	   wr_suc <= 1'b1;
	end
        else
	  wr_suc <= 1'b0;
        if (re_en) begin
	   q <= ram[rd_addr];
	   q_en <= 1'b1;
	end
        else
	   q_en <= 1'b0;	  
    end
    function integer log2;
    input [31 : 0] value;
	integer i;
    begin
		  if(value==1)
				log2=1;
		  else
			  begin
			  i = value - 1;
			  for (log2 = 0; i > 0; log2 = log2 + 1) begin
					i = i >> 1;
			  end
			  end
    end
    endfunction
endmodule

===== design/flow/config.mk =====
export PLATFORM = sky130hd
export DESIGN_NAME = token_ram
export DESIGN_NICKNAME = token_ram
export VERILOG_FILES = /design/flow/design.v
export SDC_FILE = /design/flow/constraint.sdc
export NUM_CORES = 4
export LEC_CHECK = 1
export CORE_UTILIZATION = 40
export SYNTH_MEMORY_MAX_BITS = 65536

===== design/flow/constraint.sdc =====
current_design token_ram

set clk_period 80.8
set clk_io_pct 0.2

create_clock -name clk0 -period $clk_period [get_ports {clk}]

set non_clock_inputs [all_inputs -no_clocks]
set_input_delay [expr $clk_period * $clk_io_pct] -clock clk0 $non_clock_inputs
set_output_delay [expr $clk_period * $clk_io_pct] -clock clk0 [all_outputs]

==> summary.txt <==
Notes on the flow outputs.

- Per STA, the startpoint of the critical path is rd_addr[0].
- The root buffer selected by CTS reads clkbuf_16.
- The arrival time at the worst endpoint is 25040 ps.
- The gate-level netlist out of Yosys references 76 unique cell types.
- The detail route stage leaves a number of antenna-violating nets equal to 0.
- The setup slack after placement is 55410 ps.
- The die boundary width is 1259 µm.
- The number of pins with negative max-slew slack in the final report reads 25.
- The count of hold-fix buffers inserted at cts is 0.
- The final timing summary puts the cycle share of the worst path at 0.2958.
- The final reports fail on max-capacitance violations, max-slew violations.
- The congestion estimate from routability-driven global placement came to 0.9255.
- The worst clock skew is 169.6 ps.
- Across all checked pins, the minimum headroom to the slew limit is -0.1926.
- Leaving out fill and tap cells, the most frequent cells in the layout are edfxtp_1, mux4_2, buf_4.
- The dominant combinational cell family by area after synthesis is multiplexers.
- The final-report setup violation count reads 0.
- The core area reads 1576000 µm².
- The number of warnings the tools reported is 70.
- Per the run summary, max-cap violations total 3.
- The share of the yosys chip area belonging to registers is 0.7787.
- The area growth from synthesis to layout reads 14.80%.
- The post-synthesis cell area is 632500 µm².
- The worst-path maximum fanout is 39.
- The combinational group share of total power reads 0.054.
- The start point of the worst min-delay path is ram[74][15].
- The area figure in the yosys stat output is 632500 µm².
- Looking at the worst setup and hold paths, the clock pins of their registers show a slew of 60 ps.
- The switching component of the power is 3.885 mW.
- The total number of yosys warnings is 1.
- The summed negative setup slack over all endpoints is 0 ps.
- The post-synthesis simple-gate area fraction is 0.01838.
- For the worst-skew pair, the clock arrives at the later sink with an insertion delay of 1400 ps.
- The cell-mix breakdown from Yosys lists the adder-cell area share as 0.
- Setup repair after global routing left no endpoint under its margin.
- The total half-perimeter wirelength after legalization and detailed placement is 1258000 µm.
- The number of levels the H-tree was split into is 7.
- The pin slew with the least headroom to its limit reads 1789 ps.
- TritonCTS built the clock tree.
- The overall via count from detail_route is 313900.
- The worst reg2reg path startpoint reads ram[283][13].
- The relative contribution of sequential cells to total power reads 0.520.
- The number of failing hold endpoints at the final stage reads 0.
- The initial cell density of the core reads 0.4014.
- The initial antenna violation count was 226.
- The synthesized flop and latch total is 16400.
- The global routing usage summed across all routing layers is 0.2771.
- The post-synthesis cell count from yosys reads 28450.
- According to the report, the first pass of detailed routing completed in 6 iterations.
- The number of buffers added by the clock tree synthesis step is 1721.
- The core utilization of the finished layout reads 0.4608.
- The flow reports an fmax of 41.83 MHz.
- The start-to-end type of the worst setup path is input pin to register.
- The synthesized area per cell is 22.23 µm².
- The cell area power density is 24.81 nW/µm².
- The path category of the worst min-delay check reads register to register.
- The number of placed I/O pins reads 57.
- The ratio of routed vias to standard cells reads 5.831.
- Post-synth the commonest register cell is edfxtp_1.
- The overall routed net length reads 1995000 µm.
- The flow ran to the end, but the final reports show violations.
- For the worst setup path, the data required time is 81930 ps.
- The top cell type in the final layout, fill and taps aside, is edfxtp_1.
- The switching part of the total reads 0.2157.
- Of the total power, the clock network draws 0.426.
- The xor/xnor share of the synthesized area is 0.
- The worst IR drop on VDD is 20.78 µV.
- The height of the chip is 1259 µm.
- The sink count of the clock tree is 16400.
- The longest clock path from root to sink contains 6 buffers.
- Excluding fillers, the count of instances in the completed layout stands at 53840.
- The number of design rule violations left after detail routing reads 0.
- The via count of the first global-routing pass reads 342400.
- The final critical-path required period is 23900 ps.
- The first-iteration detailed-routing DRC count is 23050.
- The final critical-path setup slack reads 56900 ps.
- The startpoint type of the worst setup path is an input pin.
- The internal portion of the total power is 14.13 mW.
- The share of post-route cells with drive strength above 1 is 0.2964.
- For this run, asynchronously set or reset flops after synthesis account for 0.
- The cell count after synthesis came out at 28450.
- For this sky-water flow run, the detailed-routed wirelength per cell is reported as 37.04 µm.
- The die area is 1586000 µm².
- Buffers added to address setup during post-CTS repair amount to 0.
- The total leakage power is 227.7 nW.
- The detailed placer reported the number of placed instances as 50270.
- For this run the aggregate overflow at the end of global routing stands at 0.
- The multiplexer fraction of the synthesized cell area is 0.1627.
- The number of inserted filler cells in the final layout reads 126900.
- The nature of the critical path endpoint is a register.
- The number of buffers added on ports reads 56.
- After floorplanning, the core was divided into 461 placement rows.
- The number of enable flip-flop cells reads 16400.
- The largest net degree at the start of global routing is 151.
- The number of cells upsized or downsized after cts is 0.
- The first global-routing pass estimated 2728000 µm of wire.
- The area share of and-or/or-and cells after synthesis is 0.02333.
[power groups by stage]
stage / Combinational (mW) / Clock (mW) / Sequential [mW]
4_1_cts: 0.956 / 7.75 / 9.37
5_1_grt: 1.01 / 8.06 / 9.37
6_report: 0.971 / 7.67 / 9.37
[state kept, by name (all words and copies together) (netlist names)]
name,count
q_en,1
q,16
wr_suc,1
ram,16384
[logic make-up (layout without fill, tap and decap cells)]
| logic type | count (synthesis) | count (layout) |
|---|---|---|
| multiplexers | 5411 | 5411 |
| flip-flops | 16400 | 16400 |
| buffers and inverters | 1757 | 5578 |
| AND/OR/NAND/NOR | 2752 | 2752 |
| AND-OR/OR-AND | 2131 | 2131 |
| other | 0 | 502 |
[routing by layer]
metal,part of all wire,routed length (µm),GRT usage,vias up
met5,0.0087,17340,0.09560,-
met4,0.053,105600,0.1167,352
met3,0.24,468800,0.2887,3975
met2,0.44,873400,0.3698,25640
met1,0.27,529400,0.2656,157600
li1,-,-,-,126400
[final timing paths]
kind / endpoint / slack [ps] / cells past startpoint
max: q[13] / 56900 / 16
min reg2reg: q[15] / 1240 / 6
min: q[15] / 1240 / 6
max reg2reg: q[13] / 75480 / 8
[synth_stat cells (10+ instances only)]
cell type      n  area, µm²
a311oi_1      47      411.6
a21oi_1      405       2027
nand3_1      222       1111
a21o_1        11      82.58
nand4_1       40      250.2
o22ai_1      399       2496
a2111oi_0     16      140.1
o211ai_1      36      270.3
nor2_1      1213       4553
edfxtp_1   16400     492500
a211o_1       14      122.6
a22o_1        20      175.2
o31ai_1       10      75.07
a22oi_1       77      578.1
o32ai_1       10      87.58
a221oi_1      61      534.3
buf_6        296       3333
nor4_1        34      212.7
o221ai_1     481       4213
a211oi_1      60      450.4
buf_1        148      555.5
nand2b_1      17      106.4
buf_2        437       2187
nor3_1       170      850.8
buf_4        229       1719
and2_1        38      237.7
mux2_2        70      788.3
clkbuf_1     601       2256
a32oi_1       49      429.2
buf_8         29      435.4
o21ai_0      239       1196
o311ai_0      17      148.9
mux4_2      3890      87610
or3_1         11      68.82
nand2_1      855       3209
a31oi_1      103      644.4
mux2i_1     1451      14520
nor2b_1       21      131.4
and3_1        80      500.5
[worst max-delay path: stages]
cell and delay (ps):
buf_16 220, buf_4 480, buf_4 510, buf_4 500
buf_4 520, buf_4 570, buf_4 700, buf_4 740
mux4_2 590, mux2i_1 140, a32oi_1 140, a21oi_1 880
nor3_1 90, and4_1 800, a41oi_1 1260, or3b_1 420
[layout make-up]
type | count | area [µm²] | share of cell area
Timing Repair Buffer | 2503 | 19700 | 0.02713
Clock buffer | 2058 | 44740 | 0.06161
Clock inverter | 1009 | 9278 | 0.01278
Sequential cell | 16400 | 492500 | 0.6783
Antenna cell | 502 | 1256 | 0.001730
Inverter | 8 | 67.56 | 0.00009305
Multi-Input combinational cell | 10290 | 132200 | 0.1821
Tap cell | 21070 | 26360 | 0.03630
[through the flow]
step / area, µm² / hold WS, ps / power, mW
global route: 725500 / 1328 / 18.45
floorplan: 632500 / 853.4 / 10.00
CTS: 724800 / 1255 / 18.07
global placement: 670500 / 1214 / 10.50
detailed placement: 670800 / 1244 / 10.51
finish: 726100 / 1237 / 18.01
No activity file was given, so power comes from the tool's default toggle rates.
