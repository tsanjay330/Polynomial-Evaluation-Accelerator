<file path="design/flow/design.v">
`timescale 1ns/1ps
module S_ram
        #(parameter word_size = 16, num_vectors = 8, max_degree = 10)(  
        input [word_size - 1 : 0] 	  data,
        input [log2(num_vectors) - 1 : 0] rd_vector_addr,
        input [log2(max_degree) : 0] 	  rd_coef_addr,
	input [log2(num_vectors) - 1 : 0] wr_vector_addr,
        input [log2(max_degree) : 0] 	  wr_coef_addr,
        input 				  wr_en, rd_en, clk,
        output [word_size - 1 : 0] 	  q
									);
    reg [word_size - 1 : 0] ram[num_vectors - 1 : 0][max_degree : 0];
    always @ (posedge clk)
    begin
        if (wr_en)
           ram[wr_vector_addr][wr_coef_addr] <= data;
    end
    assign q = (rd_en) ? ram[rd_vector_addr][rd_coef_addr] : 0;
    function integer log2;
    input [31 : 0] value;
	integer i;
    begin
		  if(value==1)
				log2=1;
		  else
			  begin
			  i = value - 1;
			  for (log2 = 0; i > 0; log2 = log2 + 1) begin
					i = i >> 1;
			  end
			  end
    end
    endfunction
endmodule
</file>
<file path="design/flow/config.mk">
export PLATFORM = sky130hd
export DESIGN_NAME = S_ram
export DESIGN_NICKNAME = S_ram
export VERILOG_FILES = /design/flow/design.v
export SDC_FILE = /design/flow/constraint.sdc
export NUM_CORES = 4
export LEC_CHECK = 1
export CORE_UTILIZATION = 30
</file>
<file path="design/flow/constraint.sdc">
current_design S_ram

set clk_period 118.8
set clk_io_pct 0.2

create_clock -name clk0 -period $clk_period [get_ports {clk}]

set non_clock_inputs [all_inputs -no_clocks]
set_input_delay [expr $clk_period * $clk_io_pct] -clock clk0 $non_clock_inputs
set_output_delay [expr $clk_period * $clk_io_pct] -clock clk0 [all_outputs]
</file>
<file path="design/flow/run.sh">
#!/bin/bash
# OpenROAD 26Q1-2900-gdf79404cd8, Yosys 0.63+post, stock flow scripts
make -C /OpenROAD-flow-scripts/flow DESIGN_CONFIG=/design/flow/config.mk WORK_HOME=/design/flow/orfs finish
</file>
==> flow_results.xml <==
<?xml version="1.0" encoding="UTF-8"?>
<metrics>
  <group name="cts">
    <metric name="cts_buffer_depth" unit="">3</metric>
    <metric name="post_cts_resize_count" unit="">0</metric>
    <metric name="post-cts-setup-buffers" unit="">0</metric>
    <metric name="cts.root.buffer_cell" unit="">sky130_fd_sc_hd__clkbuf_16</metric>
    <metric name="clock_slew_at_the_register_clock_pins_of_the_worst_setup_and_hold_paths" unit="ns">0.07</metric>
    <metric name="ctsHtreeMaxLevel" unit="">4</metric>
    <metric name="tritoncts_sinks" unit="">1408</metric>
    <metric name="ctsHoldBuffers" unit="">0</metric>
    <metric name="cts_inserted_buffers" unit="">142</metric>
    <metric name="cts_tree" unit="">built</metric>
  </group>
  <group name="floorplanning">
    <metric name="die.size.x" unit="um">431.5</metric>
    <metric name="floorplan.initialDensity" unit="%">30.23</metric>
    <metric name="design.core.area" unit="mm2">0.1831</metric>
    <metric name="floorplan.rows" unit="">157</metric>
    <metric name="num_io_pins" unit="">51</metric>
    <metric name="dieHeight" unit="um">431.5</metric>
    <metric name="chip_area" unit="mm2">0.1862</metric>
  </group>
  <group name="synthesis">
    <metric name="synth.comb.largest_family" unit="">multiplexers</metric>
    <metric name="netlist.top_cell.by_instances" unit="">sky130_fd_sc_hd__edfxtp_1</metric>
    <metric name="enable_flop_cells" unit="">1408</metric>
    <metric name="synth-compound-area-share" unit="%">1.467</metric>
    <metric name="synth-async-reset-ratio" unit="%">0</metric>
    <metric name="post_synthesis_cell_count" unit="">2655</metric>
    <metric name="synth.distinct_cells" unit="">41</metric>
    <metric name="syn_area" unit="mm2">0.05534</metric>
    <metric name="ys_warn_count" unit="">1</metric>
    <metric name="largest_area_cell" unit="">sky130_fd_sc_hd__edfxtp_1</metric>
    <metric name="synth-adder-area-share" unit="%">0.8366</metric>
    <metric name="fraction_of_the_mapped_netlist_area_in_simple_logic_gates" unit="%">3.629</metric>
    <metric name="synth.yosys.seq_area_share" unit="%">76.40</metric>
    <metric name="synthTopCellsByCount" unit="">sky130_fd_sc_hd__edfxtp_1, sky130_fd_sc_hd__mux4_2, sky130_fd_sc_hd__nand2_1</metric>
    <metric name="synth_flops" unit="">1408</metric>
    <metric name="synthXorXnorAreaFrac" unit="%">0.2691</metric>
    <metric name="yosys-mux-area-fraction" unit="%">15.92</metric>
    <metric name="yosys.stat.chipArea" unit="mm2">0.05534</metric>
    <metric name="yosys.area.top_type_share" unit="%">76.40</metric>
    <metric name="synth.top_cells.by_area" unit="">sky130_fd_sc_hd__edfxtp_1, sky130_fd_sc_hd__mux4_2, sky130_fd_sc_hd__nand2_1, sky130_fd_sc_hd__ha_1, sky130_fd_sc_hd__nor2_1</metric>
    <metric name="yosys_cells" unit="">2655</metric>
    <metric name="synth_area_per_cell" unit="um2">20.84</metric>
    <metric name="ys_dominant_reg_cell" unit="">sky130_fd_sc_hd__edfxtp_1</metric>
  </group>
  <group name="detailed_routing">
    <metric name="post_drt_wl_per_cell" unit="um">24.21</metric>
    <metric name="drt_pre_antenna_iters" unit="">6</metric>
    <metric name="drt-total-wl" unit="um">131300</metric>
    <metric name="drt_iter0_drc" unit="">1627</metric>
    <metric name="top_signal_layer_used" unit="">met5</metric>
    <metric name="met3_routed_wirelength" unit="um">19730</metric>
    <metric name="vias_per_cell" unit="">4.861</metric>
    <metric name="met2RoutedLength" unit="um">62380</metric>
    <metric name="antenna_left" unit="">0</metric>
    <metric name="drc" unit="">0</metric>
    <metric name="num_vias" unit="">26358</metric>
    <metric name="detail_route.wirelength.met1" unit="um">44170</metric>
  </group>
  <group name="critical_path">
    <metric name="crit_path_start" unit="">rd_coef_addr[0]</metric>
    <metric name="timing.critical_path.from_type" unit="">primary input</metric>
    <metric name="critical_path.slowest_cell" unit="">sky130_fd_sc_hd__fa_4</metric>
    <metric name="worst_path_fanout_max" unit="">47</metric>
    <metric name="critical_path_required" unit="ns">95.04</metric>
    <metric name="crit_chain" unit="">clkdlybuf4s50_1 &gt; ha_1 &gt; xnor2_1 &gt; fa_1 &gt; inv_1 &gt; fa_4 &gt; buf_4 &gt; buf_4 &gt; buf_4 &gt; mux4_2 &gt; nand2_1 &gt; nand2_1 &gt; o211ai_1 &gt; nand3_1 &gt; a32o_1 &gt; clkdlybuf4s50_1</metric>
    <metric name="worstSetupEndpoint" unit="">q[9]</metric>
    <metric name="crit_path_frequent_cell" unit="">sky130_fd_sc_hd__buf_4</metric>
    <metric name="critical-path-max-stage-delay" unit="ns">1.07</metric>
    <metric name="cp.arrival" unit="ns">30.49</metric>
    <metric name="endpoint_kind" unit="">output port</metric>
    <metric name="criticalPathCategory" unit="">primary input to output port</metric>
  </group>
  <group name="placed_design">
    <metric name="place.detailed.hpwl" unit="um">77230</metric>
    <metric name="place_area" unit="mm2">0.05949</metric>
    <metric name="numPortBuffers" unit="">50</metric>
    <metric name="final_estimated_routing_congestion_in_global_placement" unit="">0.9329</metric>
  </group>
  <group name="layout">
    <metric name="postLayoutCellArea" unit="mm2">0.06384</metric>
    <metric name="reg_top3" unit="">ram (1408)</metric>
    <metric name="drive_gt1_share" unit="%">26.23</metric>
    <metric name="largest_register_ff_count" unit="">1408</metric>
    <metric name="area_delta_synth_final" unit="%">15.36</metric>
    <metric name="nFillCells" unit="">16875</metric>
    <metric name="regMostFlops" unit="">ram</metric>
  </group>
  <group name="global_route">
    <metric name="global_route_wire_length_before_repair" unit="um">193100</metric>
    <metric name="grt_remaining_overflow" unit="">0</metric>
    <metric name="pin_count_of_the_biggest_net_entering_global_routing" unit="">97</metric>
    <metric name="antenna_found_initial" unit="">5</metric>
    <metric name="first_global_vias" unit="">28689</metric>
    <metric name="grt_util_all_layers" unit="%">15.28</metric>
  </group>
  <group name="timing">
    <metric name="final_max_slew_viol_count" unit="">0</metric>
    <metric name="final_min_period_over_clock_period" unit="%">45.66</metric>
    <metric name="relSlewSlack" unit="%">35.55</metric>
    <metric name="finalSetupViolations" unit="">0</metric>
    <metric name="max_clock_freq" unit="GHz">0.01843</metric>
    <metric name="totalNegativeSetupSlack" unit="ns">0</metric>
    <metric name="layout_min_cycle_time" unit="ns">54.25</metric>
    <metric name="grt_setup_unrepaired" unit="">false</metric>
    <metric name="worst_pin_slew" unit="ns">0.9632</metric>
    <metric name="finalHoldViolCount" unit="">0</metric>
  </group>
  <group name="run">
    <metric name="tool_warnings" unit="">28</metric>
    <metric name="cap_violations" unit="">0</metric>
  </group>
  <group name="outcome">
    <metric name="status" unit="">finished clean</metric>
  </group>
  <group name="hold_path">
    <metric name="min_path_type" unit="">primary input to register</metric>
    <metric name="hold_path.startpoint" unit="">data[3]</metric>
  </group>
  <group name="power">
    <metric name="leakagePower" unit="uW">0.02002</metric>
    <metric name="power.ir.vdd_worst" unit="mV">0.01624</metric>
    <metric name="power.total" unit="uW">1242</metric>
    <metric name="power-per-cell-area" unit="mW/mm2">19.45</metric>
  </group>
</metrics>
==> critical path: cells and delay by family <==
kind            cells  cell delay [ns]
compound gates      2             0.92
xor+xnor            1             0.16
fa+ha+maj           3             1.87
buf+inv             6             2.92
mux                 1             0.41
simple gates        3             0.31
==> placed cells by master, fill, tap and decap left out, types with 15 or more instances in the layout <==
| cell | synthesis | routed |
|---|---|---|
| sky130_fd_sc_hd__inv_1 | 24 | 24 |
| sky130_fd_sc_hd__clkbuf_1 | 66 | 29 |
| sky130_fd_sc_hd__a32o_1 | 16 | 16 |
| sky130_fd_sc_hd__nor2_2 | 0 | 21 |
| sky130_fd_sc_hd__buf_4 | 9 | 165 |
| sky130_fd_sc_hd__mux4_2 | 370 | 370 |
| sky130_fd_sc_hd__nand2_1 | 295 | 295 |
| sky130_fd_sc_hd__o21ai_1 | 16 | 16 |
| sky130_fd_sc_hd__a31oi_1 | 17 | 17 |
| sky130_fd_sc_hd__mux2_2 | 15 | 15 |
| sky130_fd_sc_hd__clkbuf_16 | 0 | 147 |
| sky130_fd_sc_hd__ha_1 | 29 | 27 |
| sky130_fd_sc_hd__o211ai_1 | 30 | 30 |
| sky130_fd_sc_hd__nand3_1 | 68 | 68 |
| sky130_fd_sc_hd__clkinv_1 | 0 | 32 |
| sky130_fd_sc_hd__clkdlybuf4s50_1 | 0 | 34 |
| sky130_fd_sc_hd__nor4_1 | 15 | 15 |
| sky130_fd_sc_hd__nor2_1 | 91 | 70 |
| sky130_fd_sc_hd__a21oi_1 | 24 | 23 |
| sky130_fd_sc_hd__mux2i_1 | 31 | 31 |
| sky130_fd_sc_hd__edfxtp_1 | 1408 | 1408 |
==> power by group <==
part           internal [uW]  leakage [uW]  total, uW  switching [uW]
registers                561        0.0127        563            2.57
logic                   94.1       0.00525        258             164
clock network            238       0.00211        420             183
==> routing by layer <==
layer,up-vias,GRT usage (%)
li1,11317,-
met2,1438,22.95
met1,13375,17.66
met3,222,10.70
met4,6,4.686
met5,-,0.3123
==> logic make-up (layout without fill, tap and decap cells) <==
group	count (synthesis)	in the layout
buffers and inverters	170	470
multiplexers	416	416
flip-flops	1408	1408
AND/OR/NAND/NOR	490	490
AND-OR/OR-AND	120	120
XOR/XNOR	17	17
other	0	3
adder cells (fa/ha/maj)	34	34
==> layout make-up <==
cell class	count	area [um2]	area share [%]
flip-flops and latches	1408	42280	66.23
well taps	2464	3083	4.829
clock buffers	176	3787	5.933
inverters	24	90.09	0.1411
diodes	3	7.507	0.01176
multi-input cells	1077	12400	19.42
clock inverters	68	549.3	0.8604
repair buffers	202	1639	2.568
==> through the flow <==
stage          hold slack [ns]  std cells  util, %  setup slack (ns)
4_1_cts                  23.35       5419    34.86             64.41
2_1_floorplan            23.86       2655        -             68.17
5_1_grt                  23.37       5421    34.87             64.20
6_report                 23.40       5422    34.87             64.55
3_5_place_dp             24.18       5175    32.50             64.42
3_3_place_gp             24.17       5175    32.50             64.37
==> how the worst min path moves through the flow <==
| stage | to | slack (ns) | depth (start not counted) |
|---|---|---|---|
| 6_report | ram[17][3] | 23.40 | 1 |
| 5_1_grt | ram[17][3] | 23.37 | 1 |
| 4_1_cts | ram[17][3] | 23.35 | 1 |
No activity file was given, so power comes from the tool's default toggle rates.
